File: ./design.v
module wb_bram #(
	parameter mem_file_name = "none",
	parameter adr_width = 11
) (
	input             clk_i, 
	input             rst_i,
	input             wb_stb_i,
	input             wb_cyc_i,
	input             wb_we_i,
	output            wb_ack_o,
	input      [31:0] wb_adr_i,
	output reg [31:0] wb_dat_o,
	input      [31:0] wb_dat_i,
	input      [ 3:0] wb_sel_i
);
parameter word_width = adr_width - 2;
parameter word_depth = (1 << word_width);
reg            [31:0] ram [0:word_depth-1];     
reg                   ack;
wire [word_width-1:0] adr;
assign adr        = wb_adr_i[adr_width-1:2];       
assign wb_ack_o   = wb_stb_i & ack;
always @(posedge clk_i)
begin
	if (wb_stb_i && wb_cyc_i) 
	begin
		if (wb_we_i) 
			ram[ adr ] <= wb_dat_i;
		wb_dat_o <= ram[ adr ];
		ack <= ~ack;
	end else
		ack <= 0;
end
initial 
begin
	if (mem_file_name != "none")
	begin
		$readmemh(mem_file_name, ram);
	end
end
endmodule
module wb_bram_milk #(
	parameter adr_width = 11
) (
	input             clk_i, 
	input             rst_i,
	input             wb_stb_i,
	input             wb_cyc_i,
	input             wb_we_i,
	output reg        wb_ack_o,
	input      [31:0] wb_adr_i,
	output     [31:0] wb_dat_o,
	input      [31:0] wb_dat_i,
	input      [ 3:0] wb_sel_i
);
parameter word_width = adr_width - 2;
parameter word_depth = (1 << word_width);
reg [7:0] ram0 [0:word_depth-1];
reg [7:0] ram1 [0:word_depth-1];
reg [7:0] ram2 [0:word_depth-1];
reg [7:0] ram3 [0:word_depth-1];
wire [word_width-1:0] adr;
wire [7:0] ram0di;
wire ram0we;
wire [7:0] ram1di;
wire ram1we;
wire [7:0] ram2di;
wire ram2we;
wire [7:0] ram3di;
wire ram3we;
reg [7:0] ram0do;
reg [7:0] ram1do;
reg [7:0] ram2do;
reg [7:0] ram3do;
always @(posedge clk_i) begin
	if(ram0we)
		ram0[adr] <= ram0di;
	ram0do <= ram0[adr];
end
always @(posedge clk_i) begin
	if(ram1we)
		ram1[adr] <= ram1di;
	ram1do <= ram1[adr];
end
always @(posedge clk_i) begin
	if(ram2we)
		ram2[adr] <= ram2di;
	ram2do <= ram2[adr];
end
always @(posedge clk_i) begin
	if(ram3we)
		ram3[adr] <= ram3di;
	ram3do <= ram3[adr];
end
assign ram0we = wb_cyc_i & wb_stb_i & wb_we_i & wb_sel_i[0];
assign ram1we = wb_cyc_i & wb_stb_i & wb_we_i & wb_sel_i[1];
assign ram2we = wb_cyc_i & wb_stb_i & wb_we_i & wb_sel_i[2];
assign ram3we = wb_cyc_i & wb_stb_i & wb_we_i & wb_sel_i[3];
assign ram0di = wb_dat_i[7:0];
assign ram1di = wb_dat_i[15:8];
assign ram2di = wb_dat_i[23:16];
assign ram3di = wb_dat_i[31:24];
assign wb_dat_o = {ram3do, ram2do, ram1do, ram0do};
assign adr = wb_adr_i[adr_width-1:2];
always @(posedge clk_i) begin
	if(rst_i)
		wb_ack_o <= 1'b0;
	else begin
		if(wb_cyc_i & wb_stb_i)
			wb_ack_o <= ~wb_ack_o;
		else
			wb_ack_o <= 1'b0;
	end
end
endmodule
File: ./run.sh
#!/bin/bash
# OpenROAD 26Q1-2900-gdf79404cd8, Yosys 0.63+post, stock flow scripts
make -C /OpenROAD-flow-scripts/flow DESIGN_CONFIG=/design/flow/config.mk WORK_HOME=/design/flow/orfs finish
File: ./config.mk
export PLATFORM = sky130hd
export DESIGN_NAME = wb_bram_milk
export DESIGN_NICKNAME = wb_bram_milk
export VERILOG_FILES = /design/flow/design.v
export SDC_FILE = /design/flow/constraint.sdc
export NUM_CORES = 4
export LEC_CHECK = 1
export CORE_UTILIZATION = 40
export SYNTH_MEMORY_MAX_BITS = 65536
File: ./constraint.sdc
current_design wb_bram_milk

set clk_period 145.6
set clk_io_pct 0.2

create_clock -name clk0 -period $clk_period [get_ports {clk_i}]

set non_clock_inputs [all_inputs -no_clocks]
set_input_delay [expr $clk_period * $clk_io_pct] -clock clk0 $non_clock_inputs
set_output_delay [expr $clk_period * $clk_io_pct] -clock clk0 [all_outputs]
==> CHANGELOG.md <==
## Flow update

- Outcome: complete, but fails checks
- Failing checks: antenna violations
- Lkg Pwr: 221 nW
- Die area: 1590000 µm²
- Min Clock Period, post-route: 37.23 ns
- Crit path DRT: 146.65 ns
- Post-cts repair resize count: 0
- Setup violators final: 0
- IO Pins: 106
- YS warnings: 1
- Initial Util: 40.1%
- WL final: 1860000 µm
- EDFF count, synth: 16.4k
- Final Cell Area: 716000 µm²
- Comb pwr share: 4.7%
- Asr flop ratio synth: 0%
- #FFs+latches synth: 16.4k
- Final HPWL DP: 1200000 µm
- Mux share: 15.3%
- Crit path launch: wb_adr_i[2]
- Setup crit end kind: flip-flop
- Buf/Inv on CP: 11
- WP data arrival: 38.28 ns
- Die height: 1260 µm
- Critical Path Source Type: input pin
- Worst min-delay path class: reg2reg
- Fmax: 0.0269 GHz
- Crit-path cells: buf_16 > buf_4 > buf_12 > buf_4 > buf_4 > buf_4 > buf_4 > buf_4 > buf_4 > buf_4 > buf_4 > mux4_2 > mux2i_1 > o21ai_0 > o21ai_0 > o2111ai_1 > nand4bb_1
- Max incr delay on CP: 0.65 ns
- Relative slew slack: 17.4%
- Post-CTS setup buffers: 0
- Gr usage total: 25.7%
- Clock skew: 0.116 ns
- Most frequent cells in the layout: edfxtp_1, mux4_2, nor2_1
- Sw power: 2.07 mW
- Post-DP Area: 663000 µm²
- Aoi share: 2.93%
- Die width: 1260 µm
- Worst-path fanout max: 67
- R2r setup slk: 140.58 ns
- Hold Vio Cnt, Final: 0
- Synth Area in Adders: 0%
- Pwr/cell area: 13.7 nW/µm²
- Pwr Total: 9.83 mW
- Critical path depth in cells: 17
- IO Port Bufs: 82
- FF-to-FF End: ram1do[5]
- Dominant combinational family: multiplexers
- Yosys xor share: 0%
- Cell Type Count: 76
- CP endpoint: ram3do[0]
- Synthesis area per yosys: 633000 µm²
- Vias post-DR: 311k
- First drt pass iteration count: 9
- Max clock buf depth: 6
- Mean Syn Cell Area: 21.1 µm²
- Initial antenna violation count: 167
- Drt first-iter violations: 21.5k
- Critical Path Most Common Cell: buf_4
- Max-Cap Viols: 0
- Synth-to-layout area growth: 13.2%
- Critical R2R Launch: ram1[83][5]
- Reg2reg path depth: 6
- Proportion of layout cells with a drive suffix above 1: 23.6%
- Worst-Skew Late Latency: 1.38 ns
- Cell total in the yosys stat output: 30.0k
- Worst Tran Pin Value: 1.24 ns
- # hold bufs at CTS: 0
- Largest net degree at the start of global routing: 146
- Vias in the first global route: 343k
- DR WL/cell: 34.5 µm
- RSZ-0062 raised after global routing: false
- Post-synth top flop: edfxtp_1
- Setup TNS: 0 ns
- Seq share, synth: 77.9%
- Number of routed nets with antenna violations: 1
- WS Path Type: in2reg
- Final Wtd Congestion: 0.930
- Commonest Layout Cell: edfxtp_1
- Post-Syn Area: 633000 µm²
- Reg clk slew, reported paths: 0.06 ns
- H-tree depth: 7
- Root Buffer: clkbuf_16
- Warning total across the stage logs: 134
- Clock power share: 42.4%
- Post-Synthesis Cells: 30.0k
- Simple share: 2.47%
- Core Region: 1580000 µm²
- Pins Over Slew Limit: 0
- Global-route wire length before repair: 2580000 µm
- Slowest library cell on the worst path: buf_4
- Cycle use final: 25.6%
- # DRC: 0
- CTS buffer count: 1678
- Row Count: 461
- Sw Ratio: 21.1%
- Peak supply drop: 0.0112 mV
- Grt total ovfl: 0
- Cell internal pwr: 7.76 mW
- Flop pwr share: 52.9%
- CTS Sinks: 16.4k
- CP delay by family, top: buffers and inverters
- Routed vias/inst: 5.79
- TritonCTS clock tree: built
state kept, by name, indices dropped and copies added, names as in the netlist:
name and flops:
ram0 4096, ram2 4096, ram2do 8, ram1 4096
wb_ack_o 1, ram1do 8, ram0do 8, ram3 4096
ram3do 8
worst register-to-register path, delay by kind of cell, from the launching register on:
kind               cells  cell delay, ns
and+or+nand+nor        3            2.73
muxes                  2            1.16
DFF                    1            0.36
AOI/OAI and AO/OA      1            0.27
stage by stage:
stage | worst slack (ns) | hold WS (ns) | utilization (%) | cells
2_1_floorplan | 113.43 | 0.372 | - | 29970
3_3_place_gp | 106.53 | 0.420 | 42.0 | 50401
3_5_place_dp | 106.57 | 0.412 | 42.0 | 50401
4_1_cts | 108.03 | 0.421 | 45.4 | 53372
5_1_grt | 107.49 | 0.434 | 45.4 | 53528
6_report | 108.37 | 0.415 | 45.4 | 53796
Yosys cell counts (340+ instances only):
library cell / instances / area share, %
edfxtp_1: 16384 / 78
mux4_2: 3544 / 13
nor2_1: 2157 / 1.3
mux2i_1: 1413 / 2.2
clkbuf_1: 871 / 0.52
buf_2: 764 / 0.60
a22oi_1: 706 / 0.84
a21oi_1: 472 / 0.37
nand2_1: 463 / 0.27
o21ai_0: 431 / 0.34
o22ai_1: 392 / 0.39
nand4_1: 340 / 0.34
routing by layer:
metal	global-route usage, %	share of wire [%]	vias up
met1	26.2	28	158116
met2	35.5	45	21286
met5	4.78	0.49	-
li1	-	-	128059
met4	10.2	5.2	249
met3	24.5	22	3614
power groups by stage:
| stage | clock, mW | combinational (mW) | sequential (mW) |
|---|---|---|---|
| 6_report | 4.17 | 0.457 | 5.20 |
| 4_1_cts | 4.22 | 0.456 | 5.20 |
| 5_1_grt | 4.40 | 0.483 | 5.20 |
layout make-up:
cell class               count  area, µm²
repair buffers            1355      11100
fillers                 127801     860000
inverters                   44        183
well taps                21066      26400
multi-input cells        11519     132000
flip-flops and latches   16417     493000
clock buffers             2006      43500
clock inverters            965       9170
diodes                     424       1060
cell families after synthesis:
group           after synthesis
flops                     16417
mux                        5194
simple gates               3576
compound gates             2749
buf+inv                    2034
worst min path at each step:
stage	from	cells past startpoint	end	slack [ns]
global route	wb_ack_o	1	wb_ack_o	0.43
finish	wb_ack_o	1	wb_ack_o	0.42
CTS	wb_ack_o	1	wb_ack_o	0.42
Power is estimated from default activity; no workload was simulated.
